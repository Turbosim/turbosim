### ./run.sh
#!/bin/bash
# OpenROAD 26Q1-2900-gdf79404cd8, Yosys 0.63+post, stock flow scripts
make -C /OpenROAD-flow-scripts/flow DESIGN_CONFIG=/design/flow/config.mk WORK_HOME=/design/flow/orfs finish
### ./config.mk
export PLATFORM = sky130hd
export DESIGN_NAME = sp_ram
export DESIGN_NICKNAME = sp_ram
export VERILOG_FILES = /design/flow/design.v
export SDC_FILE = /design/flow/constraint.sdc
export NUM_CORES = 4
export LEC_CHECK = 1
export CORE_UTILIZATION = 40
### ./constraint.sdc
current_design sp_ram

set clk_period 7.7
set clk_io_pct 0.2

create_clock -name clk0 -period $clk_period [get_ports {clk}]

set non_clock_inputs [all_inputs -no_clocks]
set_input_delay [expr $clk_period * $clk_io_pct] -clock clk0 $non_clock_inputs
set_output_delay [expr $clk_period * $clk_io_pct] -clock clk0 [all_outputs]
### ./design.v
`timescale 1ns / 1ns
module  sp_ram #(parameter add_wd=4, data_wd=32,depth=16) 
	(
	input wire clk, cs, rnw, 
	input wire [add_wd-1:0] add,
	input wire [data_wd-1:0] wr_data,
	output reg [data_wd-1:0] rd_data
	);
reg [data_wd-1:0]	ram [depth-1:0];
always @(posedge clk) begin
	if (cs && rnw) begin
		rd_data <= #1 {data_wd{1'bx}};
		rd_data <= #5 ram[add];
	end
	if (cs && !rnw)
		ram[add] <= #1 wr_data;
end
endmodule
==> flow_summary.json <==
{
  "fp.dieW_um": 226.9,
  "ctsHtreeMaxLevel": 2,
  "maximum_number_of_pins_on_one_net_before_global_route_repair": 77,
  "power.ir.vdd_worst_mv": 0.1548,
  "register_area_sq_um": 16340,
  "ys_async_sr_fraction_pct": 0,
  "fp-row-count": 82,
  "final_cell_mix": "544 x edfxtp_1, 128 x mux4_2, 68 x clkdlybuf4s50_1",
  "stage_log_warning_count": 25,
  "antennaDiodeCount": 0,
  "regToRegStartpoint": "ram[14][5]$_DFFE_PP_",
  "postCtsHoldBufs": 0,
  "period_used_pct": 47.92,
  "residual_overflow_from_global_routing": 0,
  "detailed_route_via_count": 9106,
  "timing.hold.worst_path_depth": 3,
  "min_delay_worst_endpoint": "rd_data[20]$_DFFE_PP_",
  "synth.distinct_cells": 17,
  "power_leakage_nw": 7.321,
  "path_max_fanout": 76,
  "synth-main-ff-cell": "edfxtp_1",
  "first_global_vias": 10310,
  "slowest_delay_ns": 0.57,
  "setup.worst_path.end_class": "register",
  "arrival_ns": 4.02,
  "clock_tree.root_cell": "clkbuf_16",
  "max_slew_margin_pct": 50.14,
  "crit-reg2reg-capture": "rd_data[5]$_DFFE_PP_",
  "hold_viol": 0,
  "wl_per_cell_um": 25.53,
  "top_level_ports": 71,
  "worst-r2r-setup-slack_ns": 6.20,
  "yosys_cell_count": 843,
  "setup_tns_ns": 0,
  "clk_pin_slew_worst_paths_ns": 0.06,
  "synth_chip_area_sq_um": 20230,
  "fp_util_pct": 40.40,
  "drive_above_1_share_pct": 25.33,
  "cts_tree": "done",
  "drt_first_iter_violations": 540,
  "synth-edff-count": 544,
  "detail_route.drc_violations": 0,
  "flow.area_growth_from_synthesis_pct": 16.54,
  "finalHoldWorstSlack_ns": 0.7452,
  "worstMarginPinSlew_ns": 0.7479,
  "total_routed_length_um": 42560,
  "synth_top_cell_by_area": "edfxtp_1",
  "core-area_sq_um": 50070,
  "antenna_found_initial": 2,
  "crit_path_top_delay_cell": "mux4_2",
  "post_route_clock_skew_ns": 0.01181,
  "layout_top_cell_excl_fill_tap": "edfxtp_1",
  "synth_seq_share_pct": 80.76,
  "post-synth-top-area-fraction_pct": 80.76,
  "hp-class": "reg2reg",
  "detailed_place_hpwl_um": 23540,
  "path_cells": "clkbuf_8 -> buf_12 -> buf_4 -> mux4_2 -> a22oi_1 -> nand2_1",
  "timing.max_cap.violations": 0,
  "ys_warns": 1,
  "place.gp.congestion": 0.7717,
  "outcome": "completed",
  "worst-endpoint-required_ns": 8.04,
  "clockBufferDepth": 3,
  "detail_route.vias_per_cell": 5.463,
  "power.density_nw_per_um2": 257.5,
  "wire_length_of_the_first_global_routing_pass_um": 64180,
  "postLayoutCellArea_sq_um": 23570,
  "netlist_instances": 843,
  "fin_crit_ns": 3.690,
  "fillCellCount": 4065,
  "die_area_sq_um": 51470,
  "comb_area_sq_um": 3774,
  "cts_sink_cnt": 544,
  "placement.io_buffers": 70,
  "worst-setup-path-type": "in2reg",
  "drt_pass1_iterations": 4,
  "crit_buf_inv": 3,
  "rr_worst_depth": 3,
  "critPathTopFamily": "buffers and inverters",
  "worstHoldStart": "ram[6][20]$_DFFE_PP_",
  "unrepaired_setup_endpoints_after_global_routing": "false",
  "synth.cell_area_sq_um": 20230,
  "synth.top_cells.by_area": "edfxtp_1 81%, mux4_2 14%, a22oi_1 2.4%, nand2_1 0.61%, clkbuf_1 0.46%",
  "synth-seq-cells": 544,
  "drv_slew": 0,
  "global_route.usage.total_pct": 19.25,
  "setup_viol_count_final": 0,
  "area_of_placed_instances_sq_um": 21900,
  "post_cts_buffers": 0,
  "timing.fmax_ghz": 0.2710,
  "die-height_um": 226.9,
  "final_util_pct": 47.08,
  "postSynthAreaPerCell_sq_um": 24.00,
  "worst_setup_path_start_kind": "input pin",
  "critical_path_depth": 6,
  "cts_repair_resize_count": 0,
  "postRouteAntennaNets": 0,
  "clock_insertion_delay_worst_skew_ns": 0.59,
  "number_of_buffers_created_by_cts": 54
}
-- synth_stat cells, types with 4 or more instances --
library cell,instances
mux4_2,128
edfxtp_1,544
clkbuf_1,25
nand2_1,33
a22oi_1,64
buf_2,11
nor2_1,13
buf_6,8
nor3_1,4
-- tightest hold or removal path: cells and delay by family (launching register included) --
kind | cells | cell delay, ns
flops | 1 | 0.31
mux | 1 | 0.22
simple gates | 1 | 0.06
compound gates | 1 | 0.05
-- power by group --
part | total [W] | switching (W) | internal (W)
clock network | 0.00249 | 0.00105 | 0.00144
logic | 0.000269 | 0.000152 | 0.000116
registers | 0.00332 | 0.00000997 | 0.00331
-- how the worst max path moves through the flow --
stage | from | endpoint | slack (ns)
CTS | add[0] | rd_data[27]$_DFFE_PP_ | 3.98
global route | add[0] | rd_data[29]$_DFFE_PP_ | 3.74
finish | add[0] | rd_data[29]$_DFFE_PP_ | 4.01
-- metrics by stage --
stage,worst slack (ns),cells,total power [W]
after floorplan,2.484,843,0.003524
after global placement,3.369,1569,0.003651
after detailed placement,3.349,1569,0.003654
after CTS,3.982,1667,0.006133
after global routing,3.743,1667,0.006258
final,4.010,1667,0.006070
-- layout make-up --
type / instances / area share, %
clock buffers: 68 / 6.226
clock inverters: 30 / 0.8864
multi-input cells: 252 / 16.01
flip-flops and latches: 544 / 69.30
well taps: 672 / 3.567
repair buffers: 101 / 4.018
-- per-layer routing --
layer	wire length (um)	global-route usage (%)	up-vias
li1	-	-	3848
met1	14940	25.42	4618
met2	20520	28.41	565
met3	6293	13.35	71
met4	770	2.833	4
met5	26	0.8798	-
-- kinds of logic after synthesis --
logic type / count (synthesis) / share of synthesized area, %
mux: 128 / 14.25
buf+inv: 47 / 1.256
simple gates: 60 / 1.361
flops: 544 / 80.76
compound gates: 64 / 2.375
-- state kept, by name (all words and copies together) (netlist names) --
name,count
ram,512
rd_data,32
Power figures rest on the tool's default switching activity, not on a simulated workload.
